==> config.mk <==
export PLATFORM = sky130hd
export DESIGN_NAME = cisr_acc
export DESIGN_NICKNAME = cisr_acc
export VERILOG_FILES = /design/flow/design.v
export SDC_FILE = /design/flow/constraint.sdc
export NUM_CORES = 4
export LEC_CHECK = 1
export CORE_UTILIZATION = 30
==> constraint.sdc <==
current_design cisr_acc

set clk_period 18.7
set clk_io_pct 0.2

create_clock -name clk0 -period $clk_period [get_ports {clk}]

set non_clock_inputs [all_inputs -no_clocks]
set_input_delay [expr $clk_period * $clk_io_pct] -clock clk0 $non_clock_inputs
set_output_delay [expr $clk_period * $clk_io_pct] -clock clk0 [all_outputs]
==> design.v <==
module cisr_acc(
    input clk,
    input rst,
    input      [row_len_size*channel_num-1:0] row_len_fifo_data, 
    input      [channel_num-1:0]              row_len_fifo_empty, 
    output reg [channel_num-1:0]              row_len_fifo_read, 
    input      [val_bits*2*channel_num-1:0] mult_fifo_data, 
    input      [channel_num-1:0]           mult_fifo_empty, 
    output reg [channel_num-1:0]           mult_fifo_read, 
    output                            write_data,
    output [row_id_size-1:0]          addr_data,
    output [accumulator_size-1:0] data
);
parameter channel_num = 4;
parameter channel_num_log = 2;
parameter col_id_size = 16;
parameter row_len_size = 8;
parameter mult_size = 16;  
parameter val_bits = 8; 
    parameter ram_width = 1024;
    parameter ram_splits = 8;
    parameter ram_split_bits = 9;
    parameter bvb_addr_size = 32;
    parameter [0:5*13-1] val_addr = {13'd0, 13'd231, 13'd462, 13'd693, 13'd924};
    parameter [0:5*13-1] col_addr = {13'd0, 13'd231, 13'd462, 13'd693, 13'd924};
    parameter [0:5*9-1] len_addr = {9'd0,  9'd3,    9'd6,   9'd8, 9'd11 };
    parameter counter_size     = 8;  
    parameter row_id_size      = 8;  
    parameter accumulator_size = 32;
    genvar j;
    integer i;
    reg [counter_size-1:0]            counters     [channel_num-1:0];  
    reg [row_id_size-1:0]             row_ids      [channel_num-1:0];  
    reg signed [accumulator_size-1:0] accumulators [channel_num-1:0];  
    reg [row_id_size-1:0]  next_id;  
    wire [channel_num-1:0] is_zero;
    generate for (j=0; j<channel_num; j=j+1) begin: IS_ZERO
        assign is_zero[j] = (counters[j] == 0);
    end
    endgenerate
    wire has_zero_counters;
    wire [channel_num_log-1:0] first_index;
    first_one first_one(is_zero, first_index, has_zero_counters);
    reg signed [val_bits*2-1:0] mults [channel_num-1:0];
    always @ (negedge clk) begin
        if (rst) begin
            next_id <= 0;  
            row_len_fifo_read = 0;
            mult_fifo_read    = 0;
            for (i=0; i<channel_num; i=i+1) begin
                counters[i]     <= 0;
                row_ids[i]      <= 0;  
                accumulators[i] = 0;
            end 
        end
        else begin
            row_len_fifo_read = 0;  
            mult_fifo_read = 0;
            if (has_zero_counters) begin  
                if (~row_len_fifo_empty[first_index]) begin  
                    accumulators[first_index] = 0;
                    counters[first_index] <= row_len_fifo_data[first_index*row_len_size+:row_len_size];
                    row_len_fifo_read[first_index] = 1;
                    row_ids[first_index] <= next_id;
                    next_id <= next_id + 1;
                end  
            end else begin
                if (mult_fifo_empty == 0) begin  
                    for (i=0; i<channel_num; i=i+1) begin
                        counters[i] <= counters[i] - 1;
                        mults[i] = mult_fifo_data[i*val_bits*2+:val_bits*2];
                        accumulators[i] = accumulators[i] + mults[i];
                        mult_fifo_read[i] = 1; 
                    end
                end
            end
        end
    end
    assign addr_data = row_ids[first_index];
    assign data = accumulators[first_index];
    assign write_data = has_zero_counters;
endmodule
module first_one (
    input [n-1:0] seq,
    output [logn-1:0] addr,
    output has_ones
);
parameter channel_num = 4;
parameter channel_num_log = 2;
parameter col_id_size = 16;
parameter row_len_size = 8;
parameter mult_size = 16;  
parameter val_bits = 8; 
    parameter ram_width = 1024;
    parameter ram_splits = 8;
    parameter ram_split_bits = 9;
    parameter bvb_addr_size = 32;
    parameter [0:5*13-1] val_addr = {13'd0, 13'd231, 13'd462, 13'd693, 13'd924};
    parameter [0:5*13-1] col_addr = {13'd0, 13'd231, 13'd462, 13'd693, 13'd924};
    parameter [0:5*9-1] len_addr = {9'd0,  9'd3,    9'd6,   9'd8, 9'd11 };
    parameter counter_size     = 8;  
    parameter row_id_size      = 8;  
    parameter accumulator_size = 32;
    parameter n=channel_num;
    parameter logn=channel_num_log;
    assign addr[logn-1] = (seq[n/2-1:0] == 0);
    assign has_ones = seq != 0;
    genvar i;
    generate
        for (i=logn-2; i>=0; i=i-1) begin : LOOP
            assign addr[i] = seq[(addr[logn-1:i+1]<<(i+1))+(1<<i)-1-:(1<<i)] == 0;
        end
    endgenerate
endmodule
==> run.sh <==
#!/bin/bash
# OpenROAD 26Q1-2900-gdf79404cd8, Yosys 0.63+post, stock flow scripts
make -C /OpenROAD-flow-scripts/flow DESIGN_CONFIG=/design/flow/config.mk WORK_HOME=/design/flow/orfs finish
==> results.py <==
# Generated from Yosys and OpenROAD reports
metrics = {
    "cts": {
        "hold_buffers": 0,
        "clkTransAtPathRegs_ns": 0.03,
        "root_buffer": "clkbuf_16",
        "cts_tree": "yes",
        "post_cts_resized": 0,
        "htree_levels": 1,
        "clkLatencyLatePin_ns": 0.61,
        "cts_buffer_depth": 3,
        "cts_buffers": 27,
        "cts_sinks": 205,
        "post_cts_buffers": 0,
    },
    "drt": {
        "ant_nets": 0,
        "wire_per_inst_um": 16.11,
        "drc_errors": 0,
        "n_antenna_cell": 0,
        "first_pass_iters": 6,
        "viasPerCell": 5.123,
        "dr_total_vias": 14830,
        "wl_um": 46640,
        "drt_iter0_drc": 1037,
    },
    "finish": {
        "area_growth_pct": 24.48,
        "final_cell_area_um2": 18700,
        "fillers": 4851,
        "drive_above_1_share_pct": 3.496,
    },
    "sta": {
        "finClkSkew_ns": 0.02735,
        "relSlewSlack_pct": 45.40,
        "slew_violations": 0,
        "hold_viol": 0,
        "worst_pin_slew_ns": 0.8165,
        "rsz0062_at_grt": "false",
        "final.setup.tns_ns": 0,
        "finalSetupViolations": 0,
        "whs_ns": 0.4751,
    },
    "worst_setup_path": {
        "reg2reg_from": "counters[2][3]",
        "critPathKind": "flop to output port",
        "path_cells": "or4_4 > nor3_4 > buf_4 > nand2_1 > a21oi_1 > a21oi_1 > o21ai_0 > clkdlybuf4s50_1",
        "start_kind": "flop",
        "slowest_stage": "clkdlybuf4s50_1",
        "r2r_cells": 7,
        "slowest_delay_ns": 0.59,
        "r2r_end": "counters[0][4]",
        "regToRegSetupSlack_ns": 14.30,
        "crit_top_cell": "a21oi_1",
        "arrival_ns": 13.43,
        "critPathMaxFanout": 46,
        "cp-end-kind": "output port",
        "cp.required_ns": 14.96,
    },
    "grt": {
        "grt_pass1_wl_um": 73820,
        "antenna_found_initial": 1,
        "grtUsageTotal_pct": 18.81,
        "grt_max_degree": 73,
        "grt_overflow": 0,
        "first_global_vias": 14450,
    },
    "synthesis": {
        "ys.flops": 205,
        "yosysCellCount": 1895,
        "area_leaders": "dfxtp_1 19%, edfxtp_1 13%, ha_1 11%, a21oi_1 7.4%, nand2_1 6.5%",
        "yosysChipArea_um2": 15020,
        "top_area_cell": "dfxtp_1",
        "async_reset_ff_share_pct": 0,
        "post-synth-top-area-fraction_pct": 18.79,
        "synth_top_flop_cell": "dfxtp_1",
        "avgSynthCellArea_um2": 7.928,
        "yosysWarnings": 3,
        "ys_top_cells_by_count": "259 x nand2_1, 222 x a21oi_1, 164 x nor2_1",
        "syn-cell-area_um2": 15020,
        "synthCells": 1895,
        "synthMostInstantiatedCell": "nand2_1",
        "ys_seq_share_pct": 31.58,
        "yosysUniqueCellTypes": 79,
        "edf_count": 64,
    },
    "outcome": {
        "status": "completed",
    },
    "power_and_ir_drop": {
        "peakVddDrop_mv": 0.06691,
        "leakage_uw": 0.008214,
        "power.total_uw": 1328,
        "p_per_area_nw_per_um2": 71.03,
    },
    "hold_path": {
        "holdCritPathClass": "flop to flop",
        "hold_end": "accumulators[0][20]",
        "min_from": "accumulators[0][20]",
        "whs_path_depth": 2,
    },
    "die": {
        "floorplan.core_util_pct": 30.56,
        "die_area_um2": 50980,
        "die_y_um": 225.8,
        "row_count": 81,
        "die_w_um": 225.8,
        "core_um2": 49150,
        "io_pins": 155,
    },
    "placed_design": {
        "placed_cell_area_um2": 17170,
        "io_buffers": 154,
        "hpwl_um": 33480,
        "gp_congestion": 0.9282,
    },
    "flow_run": {
        "warnings": 230,
        "maxCapViolations": 0,
    },
}
## critical path: cells and delay by family (launching register included)
kind / cells / cell delay [ns]
and+or+nand+nor: 3 / 1.15
AOI/OAI and AO/OA: 3 / 0.72
DFF: 1 / 0.44
buffers and inverters: 2 / 1.17
## cell families after synthesis
group                      synth area share, %
AOI/OAI and AO/OA                        25.14
DFF                                      31.58
buffers and inverters                    4.198
adders and majority gates                11.28
xor gates and xnor gates                 7.346
muxes                                    1.066
and+or+nand+nor                          19.40
## registers in the layout, summed over array words and instances (netlist names)
register           cells
row_ids               32
mult_fifo_read         1
row_len_fifo_read      4
next_id                8
accumulators         128
counters              32
## worst max-delay path by stage
stage / endpoint / startpoint / cells past startpoint / slack [ns]
4_1_cts: data[25] / counters[2][3] / 8 / 1.58
5_1_grt: data[24] / counters[2][3] / 8 / 1.35
6_report: data[26] / counters[2][3] / 8 / 1.53
## power by group
| part | switching [µW] | total [µW] | leakage, µW | internal [µW] |
|---|---|---|---|---|
| sequential | 12.6 | 491 | 0.00181 | 479 |
| combinational | 116 | 207 | 0.00493 | 91.1 |
| clock | 312 | 630 | 0.00148 | 317 |
## placed cells by master (no fill, tap or decap), types with 64 or more instances in the layout
cell / n
inv_1: 285
nand2_1: 259
a21oi_1: 222
nor2_1: 163
o21ai_0: 163
clkdlybuf4s50_1: 153
dfxtp_1: 141
ha_1: 129
xnor2_1: 71
edfxtp_1: 64
## metal layers
metal | vias to the layer above | track usage, % | part of all wire (%)
met3 | 104 | 6.369 | 7.4
li1 | 7486 | - | -
met2 | 481 | 28.31 | 44
met5 | - | 0 | 0.024
met1 | 6758 | 24.78 | 45
met4 | 2 | 8.163 | 3.8
## layout make-up
| type | instances | area [µm²] | share of cell area (%) |
|---|---|---|---|
| sequential | 205 | 4745 | 25.37 |
| clock buffer | 27 | 675.6 | 3.613 |
| clock inverter | 223 | 855.8 | 4.576 |
| multi-input combinational | 1533 | 9659 | 51.65 |
| inverter | 72 | 270.3 | 1.445 |
| tap | 664 | 830.8 | 4.443 |
| timing repair buffer | 171 | 1664 | 8.899 |
## through the flow
| step | cells | setup WS (ns) | util, % |
|---|---|---|---|
| 6_report | 2895 | 1.528 | 38.05 |
| 5_1_grt | 2895 | 1.352 | 38.05 |
| 4_1_cts | 2895 | 1.582 | 38.05 |
| 3_5_place_dp | 2646 | 2.009 | 34.94 |
| 3_3_place_gp | 2646 | 2.019 | 34.94 |
| 2_1_floorplan | 1895 | 3.158 | - |
Power and IR drop assume default switching activity.
