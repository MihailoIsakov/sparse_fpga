==> /design/flow/design.v <==
module max_val(
    input clk,
    input rst,
    input enable,
    input signed [accumulator_size-1:0] stream,
    input [row_id_size-1:0] index,
    output [row_id_size-1:0] max_index
);
parameter channel_num = 4;
parameter channel_num_log = 2;
parameter col_id_size = 16;
parameter row_len_size = 8;
parameter mult_size = 16;  
parameter val_bits = 8; 
    parameter ram_width = 1024;
    parameter ram_splits = 8;
    parameter ram_split_bits = 9;
    parameter bvb_addr_size = 32;
    parameter [0:5*13-1] val_addr = {13'd0, 13'd231, 13'd462, 13'd693, 13'd924};
    parameter [0:5*13-1] col_addr = {13'd0, 13'd231, 13'd462, 13'd693, 13'd924};
    parameter [0:5*9-1] len_addr = {9'd0,  9'd3,    9'd6,   9'd8, 9'd11 };
    parameter counter_size     = 8;  
    parameter row_id_size      = 8;  
    parameter accumulator_size = 32;
    reg [3:0] current_index;
    reg signed [accumulator_size-1:0] max_value;
    always @ (posedge clk) begin
        if (rst) begin
            current_index = 0;
            max_value = 0;
            max_value[accumulator_size-1] = 1;  
        end
        else begin
            if (enable)
                if (stream > max_value) begin
                    current_index = index;
                    max_value = stream;
                end
        end
    end
    assign max_index = current_index;
endmodule
==> /design/flow/run.sh <==
#!/bin/bash
# OpenROAD 26Q1-2900-gdf79404cd8, Yosys 0.63+post, stock flow scripts
make -C /OpenROAD-flow-scripts/flow DESIGN_CONFIG=/design/flow/config.mk WORK_HOME=/design/flow/orfs finish
==> /design/flow/config.mk <==
export PLATFORM = sky130hd
export DESIGN_NAME = max_val
export DESIGN_NICKNAME = max_val
export VERILOG_FILES = /design/flow/design.v
export SDC_FILE = /design/flow/constraint.sdc
export NUM_CORES = 4
export LEC_CHECK = 1
export CORE_UTILIZATION = 40
==> /design/flow/constraint.sdc <==
current_design max_val

set clk_period 5.5
set clk_io_pct 0.2

create_clock -name clk0 -period $clk_period [get_ports {clk}]

set non_clock_inputs [all_inputs -no_clocks]
set_input_delay [expr $clk_period * $clk_io_pct] -clock clk0 $non_clock_inputs
set_output_delay [expr $clk_period * $clk_io_pct] -clock clk0 [all_outputs]
==> run_results.csv <==
group,metric,value,unit
run,maxCapViolCount,0,
floorplanning,fp-row-count,36,
synth,syn_avg_cell_area,7.31,µm²
final_timing,drv_slew,0,
clocking,clk_latency,0.29,ns
place,hpwlAfterDp,6.61,mm
floorplanning,fp_util,42.0,%
power_and_ir_drop,powerDensity,317,nW/µm²
synth,most_common_cell,"a21oi_1",
global_route,grt_pass1_vias,3706,
final_timing,finClkSkew,0.00261,ns
global_route,grt-ovfl-total,0,
worst_setup_path,cp-end-kind,"flip-flop",
route,wirelength,10.2,mm
final_timing,slew-limit-headroom,47.0,%
clocking,cts_tree,"built",
synth,synthTopCellsByArea,"dfxtp_1 17%, ha_1 9.6%, nor4b_1 7.5%",
synth,ys_ff,36,
global_route,grt_use_met3,2.30,%
worst_setup_path,worst_setup_path_start_kind,"input pin",
layout,stdcell_count,709,
worst_setup_path,cp_max_fo,75,
floorplanning,coreArea,9950,µm²
floorplanning,dieWidth,104,µm
final_timing,rsz0062_at_grt,"false",
route,wl_per_cell,14.4,µm
place,globalplace.congestion,0.750,
floorplanning,chip_area,10900,µm²
global_route,grt_pass1_wl,17.7,mm
place,io_buffers,42,
power_and_ir_drop,vdd.ir_drop.worst,159,µV
route,via_count,4040,
synth,top_cells_by_count,"48 x a21oi_1, 42 x nand2_1, 40 x clkbuf_1",
global_route,top_usage_layer,"met2",
synth,yosysTopAreaCell,"dfxtp_1",
final_timing,finalSetupViolations,0,
worst_setup_path,cp.arrival,4.55,ns
clocking,clockBufferDepth,2,
layout,drive_above_1_share,10.1,%
synth,ys_cells,572,
clocking,clock-sinks,36,
route,vias_per_cell,5.70,
global_route,grt_usage,19.5,%
place,place_inst,701,
clocking,postCtsHoldBufs,0,
route,drc_errors,0,
clocking,cts_root_buf,"clkbuf_8",
route,first_pass_iters,4,
power_and_ir_drop,finalPower,0.00150,W
synth,yosysWarnings,1,
clocking,cts_setup_buffers,0,
global_route,use_met2,30.4,%
global_route,grt_antenna_before_repair,0,
clocking,clk_pin_slew,0.08,ns
final_timing,max_freq,228,MHz
synth,async_flop_share,0,%
power_and_ir_drop,leakagePower,1.56,nW
layout,n_fill_cell,967,
synth,ys.flop_type,"dfxtp_1",
clocking,ctsHtreeMaxLevel,2,
clocking,cts_resized,0,
synth,synthCells,572,
run,warnings,29,
worst_setup_path,criticalPathCategory,"input pin to flip-flop",
synth,edf_count,0,
layout,syn2layout_area_growth,13.1,%
floorplanning,die_h,104,µm
route,antenna_left,0,
final_timing,setup_tns,0,ns
hold_path,hold_class,"flip-flop to flip-flop",
layout,final_util,47.5,%
final_timing,finalCritPeriodShare,79.6,%
route,n_antenna_cell,0,
final_timing,hold_viol,0,
global_route,grt_start_max_net_pins,76,
synth,yosysTopAreaCellShare,17.2,%
synth,yosys-stat-area,4180,µm²
worst_setup_path,cp.required,5.67,ns
synth,ys_seq_share,17.2,%
floorplanning,ios,51,
synth,synth_area,4180,µm²
final_timing,worstMarginPinSlew,0.794,ns
route,drt-initial-drc-count,234,
outcome,status,"complete, no violations",
global_route,met1_usage,29.8,%
synth,yosysUniqueCellTypes,43,
final_timing,timing.final.crit_period,4.38,ns
clocking,cts_buffers,5,
[where the power goes]
group	internal, W	switching (W)
logic	0.000341	0.000568
registers	0.000355	0.0000248
clock network	0.000103	0.000109
total	0.000799	0.000702
[cells by family (layout without fill, tap and decap cells)]
| family | count (synthesis) | in the layout | share of synthesized area, % |
|---|---|---|---|
| adders and majority gates | 32 | 32 | 9.58 |
| AOI/OAI and AO/OA | 134 | 134 | 23.4 |
| other | 1 | 4 | 0.0897 |
| and+or+nand+nor | 276 | 276 | 40.1 |
| buffers and inverters | 93 | 94 | 9.58 |
| DFF | 36 | 36 | 17.2 |
[final timing paths]
| kind | start | to | slack (ns) | cells past startpoint |
|---|---|---|---|---|
| worst min register to register | max_value[21] | max_value[21] | 0.57 | 2 |
| worst max register to register | max_value[31] | max_value[28] | 2.02 | 10 |
| worst min-delay path | max_value[21] | max_value[21] | 0.57 | 2 |
| worst max-delay path | stream[31] | max_value[28] | 1.12 | 10 |
[routing by layer]
layer	vias up	part of all wire, %	wire length, µm
li1	2096	-	-
met1	1839	49	5030
met2	95	46	4680
met3	10	4.4	449
met4	0	0.84	86
met5	-	0	0
[per-stage QoR]
step	cell area, µm²	setup slack [ns]	hold WS (ns)
after floorplan	4190	2.38	0.511
after global placement	4640	0.893	0.546
after detailed placement	4640	0.823	0.558
after CTS	4730	1.13	0.570
after global routing	4730	0.887	0.633
final	4730	1.12	0.567
[worst max-delay path, cell delays in order]
cell and delay [ns]:
clkdlybuf4s50_1 0.51, ha_4 0.73, nand4_2 0.24, or4_4 0.59
o21a_1 0.44, buf_4 0.33, nand3_1 0.13, a21oi_1 0.08
a211oi_1 0.25, o211ai_1 0.13
[sequential cells by signal (all words and copies together) (netlist names)]
name and cells:
current_index 4, max_value 32
[final cells by class]
class                   instances  area [µm²]  share of cell area [%]
clock buffers                   8        90.1                    1.91
inverters                      33         124                    2.62
multi-input cells             446        3100                    65.6
flip-flops and latches         36         721                    15.2
well taps                     133         166                    3.52
repair buffers                 53         523                    11.1
[cells in the final DEF, fill, tap and decap left out, drive strengths merged, types with 2 or more instances in the layout]
master	count
nor4b	36
o211ai	35
or3	31
nor2	35
ha	32
nand3	38
clkdlybuf4s50	41
o21ai	5
conb	4
nand4	8
or4	3
clkbuf	8
and3	34
a2bb2oi	2
inv	33
nor2b	39
dfxtp	36
buf	12
nand2b	5
a211oi	36
a21oi	48
nand2	42
Power is estimated from default activity; no workload was simulated.
